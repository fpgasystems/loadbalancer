==> ./design.v <==
`timescale 1ns / 1ps
module fifo #(
	parameter integer DATA_BITS = 64,
	parameter integer FIFO_SIZE = 8
) (
	input  logic 					aclk,
	input  logic 					aresetn,
	input  logic 					rd,
	input  logic 					wr,
	output logic					ready_rd,
	output logic 					ready_wr,
	input  logic [DATA_BITS-1:0] 	data_in,
	output logic [DATA_BITS-1:0]	data_out
);
localparam integer PNTR_BITS = $clog2(FIFO_SIZE);
logic [PNTR_BITS-1:0] wr_pntr;
logic [PNTR_BITS-1:0] rd_pntr;
logic [PNTR_BITS:0] n_entries;
logic is_full;
logic is_empty;
logic [FIFO_SIZE-1:0][DATA_BITS-1:0] data;
assign is_full = (n_entries == FIFO_SIZE);
assign is_empty = (n_entries == 0);
genvar i;
always_ff @(posedge aclk) begin
	if(aresetn == 1'b0) begin
		n_entries <= 0;
		data <= 0;
	end else begin
		if (rd && !is_empty && (!wr || is_full))
			n_entries <= n_entries - 1;
		else if (wr && !is_full && (!rd || is_empty))
			n_entries <= n_entries + 1;
		if(wr && !is_full)
			data[wr_pntr] <= data_in;
	end
end
always_ff @(posedge aclk) begin
	if(aresetn == 1'b0) begin
		rd_pntr <= 0;
		wr_pntr <= 0;
	end else begin
		if(wr && !is_full) begin
			if(wr_pntr == (FIFO_SIZE-1))
				wr_pntr <= 0;
			else
				wr_pntr <= wr_pntr + 1;
		end
		if(rd && !is_empty) begin
			if(rd_pntr == (FIFO_SIZE-1))
				rd_pntr <= 0;
			else 
				rd_pntr <= rd_pntr + 1;
		end
	end
end
assign ready_rd = ~is_empty;
assign ready_wr = ~is_full;
assign data_out = data[rd_pntr];
endmodule  
==> ./run.sh <==
#!/bin/bash
# OpenROAD 26Q1-2900-gdf79404cd8, Yosys 0.63+post, stock flow scripts
make -C /OpenROAD-flow-scripts/flow DESIGN_CONFIG=/design/flow/config.mk WORK_HOME=/design/flow/orfs finish
==> ./config.mk <==
export PLATFORM = sky130hd
export DESIGN_NAME = fifo
export DESIGN_NICKNAME = fifo
export VERILOG_FILES = /design/flow/design.v
export SDC_FILE = /design/flow/constraint.sdc
export NUM_CORES = 4
export LEC_CHECK = 1
export CORE_UTILIZATION = 50
==> ./constraint.sdc <==
current_design fifo

set clk_period 29.6
set clk_io_pct 0.2

create_clock -name clk0 -period $clk_period [get_ports {aclk}]

set non_clock_inputs [all_inputs -no_clocks]
set_input_delay [expr $clk_period * $clk_io_pct] -clock clk0 $non_clock_inputs
set_output_delay [expr $clk_period * $clk_io_pct] -clock clk0 [all_outputs]
==> results_slide.txt <==
Run Summary

Synthesis
  • Mapped Area: 21200 um2
  • Post-synthesis async set-or-reset flop share: 0%
  • Mux area share: 17.0%
  • Yosys chip area: 21200 um2
  • Ys cells: 1770
  • Xor/xnor share: 0.0826%
  • Synth unique cells: 39
  • Top logic family: AND-OR/OR-AND gates
  • Syn Area/Cell: 12.0 um2
  • Yosys reg bits: 522
  • Most used flip-flop cell: dfxtp_1
  • Synthesized-area fraction occupied by adder cells: 0.920%
  • Compound Share, Synth: 21.0%
  • And+or+nand+nor area frac: 7.77%
  • Sequential area share after synthesis: 49.3%
  • Number of synthesized flops with an enable pin: 0
  • Syn. warnings: 1
  • Cells after Synth: 1770

Route
  • DRT Wirelength: 61500 um
  • DRT met1 WL: 27100 um
  • ANT nets after route: 0
  • Routed WL per cell: 25.6 um
  • Via/cell ratio: 6.38
  • Vias: 15.3k
  • Remaining DRCs: 0
  • Metal3 WL: 6370 um
  • First-iteration detailed-routing DRC count: 813
  • Met2 routed wirelength: 26900 um
  • Drt first pass iters: 7
  • Highest metal used: met5

Setup path
  • Slowest cell on crit path: dfxtp_4
  • CP Max Fanout: 75
  • CP Data Required Time: 23680 ps
  • Worst setup SP type: register
  • Top delay family on crit path: buffers and inverters
  • CP Capture Type: output port
  • Kind of critical path: reg2out
  • Crit-path cells: buf_12 -> mux4_2 -> mux2_2 -> clkdlybuf4s50_1
  • Max incr delay on CP: 710 ps
  • Crit path DAT: 3290 ps
  • Buf/Inv on CP: 2

Floorplan
  • Io pins: 134
  • Fp util: 50.7%
  • Die height: 208 um
  • Num rows: 75
  • Core box area: 41900 um2
  • Die width: 208 um
  • Chip area: 43300 um2

Clock network
  • Bufs on Longest Clock Path: 3
  • Clock Sinks: 522
  • Post-CTS Hold Fix Bufs: 0
  • CTS tree: built
  • H-tree lvl count: 2
  • # Post-CTS Setup Buffers: 0
  • Inserted Clock Buffers: 54
  • Root Driver: clkbuf_16
  • Clock-pin slew on the worst setup and hold paths: 60 ps
  • Post-CTS sizing: 0
  • Clk latency late pin: 600 ps

Global route
  • First-pass GRT wire length: 95400 um
  • Initial antenna violation count: 4
  • GRT Total Usage: 30.6%
  • Pin count of the biggest net entering global routing: 111
  • Vias in the first global route: 16.0k
  • GR Overflow Total: 0

Pwr
  • Internal Pwr Total: 1220 uW
  • Switching share of power: 28.3%
  • Static Leak: 0.00815 uW
  • Clk pwr share: 38.4%
  • Peak VDD IR: 0.0425 mV
  • Design Power: 1700 uW
  • Sequential Power Share: 43.3%
  • Comb pwr share: 18.3%
  • Psw: 481 uW
  • PwrDens: 69.5 nW/um2

Placed design
  • Dpl hpwl: 31800 um
  • Port Buffers: 133
  • Routability cong.: 0.822

Final layout
  • Layout area overhead: 15.5%
  • Fraction of layout cells with a size suffix above 1: 18.0%
  • Layout filler cell count: 3347

Timing
  • Setup_tns: 0 ps
  • Fmax: 0.109 GHz
  • Clock Skew: 11.8 ps
  • Fin crit share: 31.1%
  • Pins Over Slew Limit: 0
  • Worst-Margin Slew: 901 ps
  • Final min period: 9210 ps
  • Final hold vios: 0
  • Max transition margin: 39.9%
  • Unrepaired setup endpoints after global routing: no
  • Final setup violation count: 0

Run
  • Tool warnings: 32
  • Max Cap Viol: 0

Outcome
  • Status: complete, no violations

Worst hold path
  • HP Class: reg2reg
metrics by stage:
stage               setup slack, ps  area (um2)  hold WS [ps]  util (%)  instances
floorplan                     21650       21200           427         -       1770
global placement              20950       22800           439      54.5       2304
detailed placement            20940       22800           441      54.5       2304
CTS                           20290       24500           459      58.5       2401
global route                  20170       24500           465      58.5       2402
finish                        20390       24500           455      58.5       2402
cell usage after synthesis (all sizes together), types with 2 or more instances:
master | number | share of area, %
a21oi | 11 | 0.26
a22o | 110 | 4.5
a31oi | 6 | 0.60
and3 | 2 | 0.059
buf | 104 | 2.5
clkbuf | 72 | 1.3
dfxtp | 522 | 49
ha | 14 | 0.83
inv | 10 | 0.18
mux2 | 64 | 3.4
mux4 | 128 | 14
nand2 | 141 | 2.5
nand2b | 42 | 1.2
nand3 | 46 | 1.1
nand4b | 25 | 1.0
nor2 | 8 | 0.14
nor2b | 42 | 1.2
nor3 | 2 | 0.047
nor4 | 2 | 0.088
o21ai | 64 | 1.5
o2bb2ai | 338 | 14
or3 | 3 | 0.088
or4 | 2 | 0.071
xor2 | 2 | 0.083
metal layers:
metal	vias up	track usage, %
li1	6969	-
met3	95	11.5
met5	-	1.45
met1	7566	47.9
met4	8	5.24
met2	679	43.3
cell type report:
class / count / area [um2] / share of cell area [%]
Sequential cell: 522 / 10500 / 42.7
Clock buffer: 85 / 1630 / 6.65
Timing Repair Buffer: 171 / 1640 / 6.69
Inverter: 11 / 41.3 / 0.169
Clock inverter: 12 / 63.8 / 0.260
Tap cell: 539 / 674 / 2.75
Multi-Input combinational cell: 1061 / 9990 / 40.8
Antenna cell: 1 / 2.50 / 0.0102
sequential cells by signal, summed over array words and instances, names as in the netlist:
register / cells
data: 512
wr_pntr: 3
rd_pntr: 3
n_entries: 4
tightest hold or removal path, stage by stage (launching register included):
cell and delay, ps:
dfxtp_1 310, nand2_1 50, o21ai_0 60
power groups by stage:
| stage | Clock [uW] | Sequential (uW) | Combinational (uW) |
|---|---|---|---|
| 6_report | 654 | 738 | 311 |
| 5_1_grt | 694 | 741 | 337 |
| 4_1_cts | 666 | 738 | 313 |
kinds of logic (layout without fill, tap and decap cells):
group | Yosys count | count (layout)
muxes | 192 | 192
adders and majority gates | 15 | 15
other | 0 | 1
and+or+nand+nor | 320 | 320
xor gates and xnor gates | 2 | 2
AOI/OAI and AO/OA | 532 | 532
buffers and inverters | 187 | 279
DFF | 522 | 522
cells in the final DEF (no fill, tap or decap), drive strengths merged, types with 12 or more instances in the layout:
cell	Yosys	final
a22o	110	110
buf	104	39
clkbuf	72	85
clkdlybuf4s50	0	132
clkinv	1	12
dfxtp	522	522
ha	14	14
mux2	64	64
mux4	128	128
nand2	141	141
nand2b	42	42
nand3	46	46
nand4b	25	25
nor2b	42	42
o21ai	64	64
o2bb2ai	338	338
path summary, 6_finish.rpt:
| check | end | slack (ps) | start | cells after the start |
|---|---|---|---|---|
| worst max register to register | data[430]$_SDFFE_PN0P_ | 25840 | wr_pntr[0]$_SDFFE_PN0P_ | 8 |
| worst min register to register | data[32]$_SDFFE_PN0P_ | 460 | data[32]$_SDFFE_PN0P_ | 2 |
| worst max-delay path | data_out[59] | 20390 | rd_pntr[0]$_SDFFE_PN0P_ | 4 |
| worst min-delay path | data[32]$_SDFFE_PN0P_ | 460 | data[32]$_SDFFE_PN0P_ | 2 |
Power figures rest on the tool's default switching activity, not on a simulated workload.
